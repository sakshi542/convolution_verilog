**flow/run.sh**
```bash
#!/bin/bash
# OpenROAD 26Q1-2900-gdf79404cd8, Yosys 0.63+post, stock flow scripts
make -C /OpenROAD-flow-scripts/flow DESIGN_CONFIG=/design/flow/config.mk WORK_HOME=/design/flow/orfs finish
```
**flow/constraint.sdc**
```tcl
current_design booth_multiplier

set clk_period 20.2
set clk_io_pct 0.2

create_clock -name clk0 -period $clk_period

set non_clock_inputs [all_inputs -no_clocks]
set_input_delay [expr $clk_period * $clk_io_pct] -clock clk0 $non_clock_inputs
set_output_delay [expr $clk_period * $clk_io_pct] -clock clk0 [all_outputs]
```
**flow/config.mk**
```make
export PLATFORM = sky130hd
export DESIGN_NAME = booth_multiplier
export DESIGN_NICKNAME = booth_multiplier
export VERILOG_FILES = /design/flow/design.v
export SDC_FILE = /design/flow/constraint.sdc
export NUM_CORES = 4
export LEC_CHECK = 1
export CORE_UTILIZATION = 40
```
**flow/design.v**
```verilog
module booth_multiplier(
    input signed [7:0] multiplicand,
    input signed [7:0] multiplier,
    output reg signed [15:0] product
);
reg signed [15:0] a, s;
reg [3:0] i;
always @* begin
    a = multiplicand;
    s = {8'b0, multiplier};
    product = 0;
    for (i = 0; i < 8; i = i + 1) begin
        if (s[1:0] == 2'b01) begin
            product = product + a;
        end else if (s[1:0] == 2'b10) begin
            product = product - a;
        end
        s = {s[15], s[15:1]};
    end
end
endmodule
```
==> datasheet_impl.txt <==
Characteristics after synthesis and place and route

Parameter                              Value

Status
  Run status    complete, no violations

Detailed routing
  Number of inserted diodes    0
  Via-per-instance ratio    5.78
  Aggregate routed wire length    46.9 mm
  Remaining design rule violation count    0
  Pre-antenna DRT Iters    5
  Total number of vias    14,900
  Remaining number of nets flagged by the antenna check after routing    0
  DR WL/cell    18.2 um
  Initial drt markers    1,066

Synthesis
  Total cell area reported by yosys after synthesis    11,600 sq um
  Total standard cell area after synthesis    11,600 sq um
  Largest cells by area after synthesis    ha_1 20%, a21oi_1 6.3%, nor2_1 5.6%
  Area leader, netlist    ha_1
  Fraction of the yosys area taken by sequential cells    0
  Number of warnings reported in the yosys synthesis log    1
  Number of cell instances after yosys synthesis    1,720
  Synth Instances    1,720
  Count of unique library cells instantiated by Yosys    96
  Top cell type's share of synthesized area    0.199
  Avg Cell Area, Syn    6.76 sq um

Final layout
  Final design area excluding fillers    17,100 sq um
  Share of layout cells above drive strength 1    0.349
  Sequential standard cell area    0 sq um
  Layout Area Growth over Synthesis    47.3%
  Fillcell total    2,545
  Layout clock buffers    0
  Final standard cell utilization of the core    0.599
  Highest-count logic cell in the final layout    buf_4
  Multi-input gate area in the final layout    11,900 sq um
  Final sequential cell count    0
  Top logic cells by instance count in the layout    520 x buf_4, 163 x nor2_1, 148 x ha_1

Flow run
  Number of logged tool warnings    117
  # Max-Cap Violations    0

Pwr
  Combinational cell fraction of total power    1.000
  Switching Power    0.000956 W
  Cell internal power dissipation    0.00101 W
  Power density of the placed cells    115 nW/um^2
  Leakage power of the design    7.85 nW
  Maximum vdd ir drop    114 uV
  Relative contribution of the clock network to total power    0
  Switching share of total power    0.485
  Sequential share of power    0

Min path
  Startpoint of the most critical hold path    multiplicand[0]
  Min-delay worst type    in2out

Global routing
  Global-route wire length before repair    74.5 mm
  Antenna violations before repair    0
  Number of global-route vias before repair    13,600
  Largest net degree at the start of global routing    62
  Total track usage    0.312
  Residual overflow from global routing    0

Floorplan
  Area of the placeable core    28,600 sq um
  Number of top-level pins    32
  Row cnt    62
  Area of the die    29,800 sq um
  Die Height    173 um
  Fraction of the core area occupied by cells at floorplan    0.406
  Width of the die    173 um

Timing
  Final count of hold timing violations    0
  Worst slew slack as a fraction of its limit    0.401
  Share of the cycle needed by the critical path after routing    0.974
  Final setup violation count    0
  Max frequency    50.8 MHz
  Slew at the pin with the worst max-slew slack    0.895 ns
  Final period demand of the worst path    19.68 ns
  Final-report max-slew violation count    0

Critical path
  Cell family with most CP delay    AND-OR/OR-AND gates
  Crit-path most repeated cell    ha_4
  Startpoint Class    input port
  Worst path buffer plus inverter count    8
  Max stage delay cell, worst path    or4b_4
  Critical-path maximum fanout    10
  Critical path origin    multiplicand[0]
  Type of element capturing the critical path    output port
  Critical Setup Path Class    in2out
  Critical path data required time    16.16 ns
  Number of stages on the worst setup path    55
  Biggest cell delay along the critical path    0.51 ns
  Signal arrival time at the worst endpoint    15.64 ns
  Crit path to    product[15]

CTS
  Hold-fix buffers, CTS    0

Place
  Port-buffer cells    32
  Placement-stage cell area    15,800 sq um
  Estimated wirelength of the detail-placed design    36.8 mm
  Routability congestion estimate    0.996
==> synthesized netlist by cell type, drive strengths merged, types with 20 or more instances <==
cell and count:
a211oi 25, a21o 30, a21oi 149, a221oi 24, and3 21, buf 26
clkbuf 63, ha 185, inv 113, nand2 131, nand2b 37, nand3 40
nor2 175, nor2b 26, nor3 66, o211ai 21, o21a 23, o21ai 125
o21bai 22, o221ai 20, or3 22, xnor2 27, xor2 20
==> how the worst min path moves through the flow <==
stage / to / cells after the start
4_1_cts: product[0] / 5
5_1_grt: product[0] / 6
6_report: product[0] / 6
==> metal layers <==
metal / global-route usage / wire length (um)
met4: 0.0402 / 631
met3: 0.0221 / 2620
met1: 0.489 / 23500
met2: 0.476 / 20100
met5: 0 / 0
==> final cells by class <==
cell class / count / area share
Inverter: 116 / 0.0254
Timing Repair Buffer: 558 / 0.250
Multi-Input combinational cell: 1515 / 0.696
Tap cell: 384 / 0.0280
==> tightest hold or removal path, cell delays in order <==
cell and delay (ns):
clkbuf_2 0.14, buf_6 0.19, ha_1 0.15, nand2_1 0.04, o21ai_0 0.06, clkdlybuf4s50_1 0.46
==> logic make-up (layout without fill, tap and decap cells) <==
family	after synthesis	in the layout	synth area share
buf+inv	205	674	0.0708
compound gates	649	649	0.398
mux	20	20	0.0198
fa+ha+maj	198	198	0.221
xor+xnor	49	49	0.0393
simple gates	599	599	0.251
==> through the flow <==
stage / power [W] / TNS, ns / instances / worst slack [ns] / hold slack [ns]
after floorplan: 0.000968 / 0 / 1720 / 0.0726 / 8.25
after global placement: 0.00171 / -0.870 / 2542 / -0.669 / 9.29
after detailed placement: 0.00172 / -1.73 / 2542 / -0.851 / 9.28
after CTS: 0.00182 / 0 / 2549 / 0.0132 / 9.29
after global routing: 0.00214 / -0.0582 / 2573 / -0.0582 / 9.17
final: 0.00197 / 0 / 2573 / 0.521 / 9.13
==> timing repair <==
action | in CTS | in global routing
gates resized | 93 | 157
buffers inserted | 7 | 24
pin swaps | 24 | 72
endpoints found under the setup margin | 4 | 6
==> power by group through the flow <==
| stage | logic [W] | registers (W) | clock network [W] |
|---|---|---|---|
| 4_1_cts | 0.00182 | 0 | 0 |
| 6_report | 0.00197 | 0 | 0 |
| 5_1_grt | 0.00214 | 0 | 0 |
Power is estimated from default activity; no workload was simulated.
